`/design/flow/config.mk`:
```
export PLATFORM = sky130hd
export DESIGN_NAME = top_BandaAsamblare
export DESIGN_NICKNAME = top_BandaAsamblare
export VERILOG_FILES = /design/flow/design.v
export SDC_FILE = /design/flow/constraint.sdc
export NUM_CORES = 4
export LEC_CHECK = 1
export CORE_AREA = 10 10 72 72
export DIE_AREA = 0 0 82 82
```
`/design/flow/constraint.sdc`:
```
current_design top_BandaAsamblare

set clk_period 1.0
set clk_io_pct 0.2

create_clock -name clk0 -period $clk_period [get_ports {clk}]

set non_clock_inputs [all_inputs -no_clocks]
set_input_delay [expr $clk_period * $clk_io_pct] -clock clk0 $non_clock_inputs
set_output_delay [expr $clk_period * $clk_io_pct] -clock clk0 [all_outputs]
```
`/design/flow/design.v`:
```
`timescale 1ns / 1ps
module dif(input s, i, output d);
    assign d = s - i;
endmodule
`timescale 1ns / 1ps
module inm(input a, b, output i);
    assign i = a * b;
endmodule
`timescale 1ns / 1ps
module regD(input a, clk, load, clear, output rez);
    reg rez;
    wire aux;
    always @(posedge clk)
        begin
            if (clear == 1) begin
                rez <= 0;
            end
            if (load == 1) begin
                rez <= a;
            end
        end
endmodule
`timescale 1ns / 1ps
module regD_dim2(input a, b, clk, load, clear, output [1:0]rez);
    reg [1:0] rez;
    always @(posedge clk)
        begin
            if (clear == 1) begin
                rez = 0;
            end
            if (load == 1) begin
                rez = {a, b};
            end
        end
endmodule
`timescale 1ns / 1ps
module regD_dim3(input a, b, c, clk, load, clear, output [2:0]rez);
    reg [2:0] rez;
    always @(posedge clk)
        begin
            if (clear == 1) begin
                rez = 0;
            end
            if (load == 1) begin
                rez = {a, b, c};
            end
        end
endmodule
`timescale 1ns / 1ps
module regD_dim5(input a, b, c, d, e, clk, load, clear, output [4:0]rez);
    reg [4:0] rez;
    always @(posedge clk)
        begin
            if (clear == 1) begin
                rez = 0;
            end
            if (load == 1) begin
                rez = {a, b, c, d, e};
            end
        end
endmodule
`timescale 1ns / 1ps
module sum(input i, c, output s);
    assign s = i + c;
endmodule
`timescale 1ns / 1ps
module top_BandaAsamblare(input a, b, c, d, e, clk, load, clear, output f);
    wire [4:0]rez1;
    wire [2:0]rez2;
    wire [1:0]rez3;
    wire rez_inm1,
         rez_inm2,
         rez_sum,
         rez4,
         rez_fin;
    regD_dim5 inst1(a, b, c, d, e, clk, load, clear, rez1);
    inm inst2(rez1[4], rez1[3], rez_inm1);
    inm inst3(rez1[1], rez1[0], rez_inm2);
    regD_dim3 inst4(rez_inm1, rez1[3], rez_inm2, clk, load, clear, rez2);
    sum inst5(rez2[2], rez2[1], rez_sum);
    regD_dim2 inst6(rez_sum, rez2[0], clk, load, clear, rez3);
    dif inst7(rez3[1], rez3[0], rez4);
    regD inst8(rez4, clk, load, clear, rez_fin);
    assign f = rez_fin;
endmodule
```
`/design/flow/run.sh`:
```
#!/bin/bash
# OpenROAD 26Q1-2900-gdf79404cd8, Yosys 0.63+post, stock flow scripts
make -C /OpenROAD-flow-scripts/flow DESIGN_CONFIG=/design/flow/config.mk WORK_HOME=/design/flow/orfs finish
```
==> summary.txt <==
run results: GPL Wtd Cong=0.672, Final Max Tran Viols=0, hpwl dp=369 um, Synth top area share=75.5%, sequential cell area fraction in the yosys report=75.5%, layout cells sized above 1=17.1%, XOR Share, Synth=4.40%, site row count=22, Log Warnings=26, pin count of the biggest net entering global routing=11, RSZ-0062 raised after global routing=false, first-pass GRT wire length=897 um, endpoints failing setup=0, total number of H-tree levels=1, Routed Antenna Nets=0, Clk pwr share=40.9%, Worst R2R Setup Slack=0.07 ns, critical path class=in2reg, First-pass DRT Iterations=1, final hold viol count=0, Yosys chip area=398 um2, cells after synthesis=24, PnR worst setup slack=0.0324 ns, port bufs=7, fill cell count=416, Top non-seq family=simple AND/OR/NAND/NOR gates, worst hold path type=reg2reg, cell taking the most area after synthesis=edfxtp_1, drt total wl=512 um, Synth-to-Final Area Change=42.5%, Switching Share=17.3%, total grt overflow=0, CTS max path bufs=2, hold_buf cts=0, Lkg Pwr=0.000213 uW, Yosys Instances=24, Seq pwr share=52.1%, delay-heaviest family, CP=buffers and inverters, Die W=82 um, outcome=completed, synth unique cells=6, CTS tree=built, CP max stage delay=0.42 ns, Power Dens Cells=1750 mW/mm2, number of global-route vias before repair=230, die area=0.00672 mm2, Logic pwr share=7.0%, Yosys Warn Count=4, CP Capture Type=flip-flop, die y size=82 um, worst path bufs/invs=1, Post-CTS Setup Bufs=0, VDD IR max=1.27 mV, Worst Setup Start Kind=primary input, Synth Cell Area=398 um2, placed instance area=524 um2, ANT cells=0, period utilisation layout=96.8%, FF+latch count, synth=10, Top Layout Cells=edfxtp_1 (10), and2_1 (8), clkdlybuf4s50_1 (6), clkbuf_8 (3), Internal=819 uW, Clock transition at path regs=0.05 ns, MaxCap Viol Count=0, Ports=9, ranking of synthesized cells by area=edfxtp_1 (75%), and2_1 (13%), xor2_1 (4.4%), Remaining DRCs=0, Util after Layout=15.4%, fmax=1030 MHz, WHS=0.533 ns, Clock Skews=0.00633 ns, CP Data Required Time=0.97 ns, aoi share=0%, CTS Buf Count=3, Final Cell Area=567 um2, 1st-iter DRT viols=0, post-synthesis simple-gate area fraction=17.3%, critical path fanouts, max=10, Top cell excl fill/tap=edfxtp_1, DR vias/cell=2.47, Adders+Majority by Area=0%, crit path cell chain=clkdlybuf4s50_1, or2_4, Worst Tran Pin Value=0.135 ns, final setup TNS=0 ns, initial antenna violation count=0, Core Box Area=0.00369 mm2, vias=205, worst slack, placed=-0.381 ns, sw power=171 uW, MUX share of area=0%, WL per Instance=6.17 um, clock sinks=10, FP Core Util=10.8%, Worst path slowest cell=clkdlybuf4s50_1, GRT Resource Usage Total=1.76%, crit path DAT=0.94 ns, Late-Pin Clk Latency=0.23 ns, fin crit period=0.968 ns, PostCTS Resize Cnt=4, Slew HR=91.0%, Root Driver=clkbuf_8, Avg Synthesized Cell Area=16.6 um2
-- area by class of cell --
class | count | area (um2) | share of cell area [%]
sequential | 10 | 300 | 53.0
multi-input combinational | 13 | 88.8 | 15.7
timing repair buffer | 8 | 72.6 | 12.8
tap | 48 | 60.1 | 10.6
clock buffer | 3 | 41.3 | 7.28
clock inverter | 1 | 3.75 | 0.662
-- cells in the mapped netlist --
| library cell | count |
|---|---|
| edfxtp_1 | 10 |
| and2_1 | 8 |
| and3_1 | 2 |
| xor2_1 | 2 |
| buf_6 | 1 |
| or2_1 | 1 |
-- sequential cells by signal, indices dropped and copies added, names as in the netlist --
name,cells
inst4.rez,3
inst1.rez,4
inst6.rez,2
inst8.rez,1
-- stage by stage --
step / cells / total power (uW)
after CTS: 83 / 1010
after global placement: 79 / 593
after floorplan: 24 / 555
after global routing: 83 / 1050
final: 83 / 990
after detailed placement: 79 / 597
-- routing by layer --
metal | vias to the layer above | share of wire, % | track usage (%)
met5 | - | 0 | 0
met4 | 0 | 0 | 0
met3 | 0 | 13 | 1.76
met2 | 11 | 35 | 1.96
met1 | 90 | 51 | 2.43
li1 | 104 | - | -
-- kinds of logic after synthesis --
family | Yosys count
xor gates and xnor gates | 2
buffers and inverters | 1
DFF | 10
and+or+nand+nor | 11
-- power by group through the flow --
stage | Clock, uW | Combinational, uW | Sequential, uW
5_1_grt | 450 | 78.4 | 520
4_1_cts | 417 | 71.1 | 517
6_report | 405 | 69.0 | 516
-- final timing paths --
kind	to	from	cells past startpoint
hold / removal	inst6.rez[0]	inst4.rez[0]	1
setup / recovery	inst1.rez[3]	load	2
setup reg to reg	inst6.rez[1]	inst4.rez[2]	2
hold reg to reg	inst6.rez[0]	inst4.rez[0]	1
Power is estimated from default activity; no workload was simulated.
